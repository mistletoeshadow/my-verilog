==> flow/design.v <==
`timescale 1ns / 1ps
module key_filter(
    input clk,
    input rst_n,
    input i_Key,
    output reg o_KEY_State, 
    output reg o_KEY_flag
    );
    localparam 
        IDEL        = 4'b0001,    
        key_nedge   = 4'b0010,
        DOWN        = 4'b0100,
        key_pedge   = 4'b1000;
    reg [3:0] state;
    reg key_tmp0,key_tmp1;
    reg [19:0] cnt;
    reg en_cnt;
    reg cnt_full;
    wire pedge,nedge;
    always @(posedge clk or negedge rst_n) begin
        if(!rst_n)begin
            key_tmp0 <= 1'b0;
            key_tmp1 <= 1'b0;
        end
        else begin
            key_tmp0 <= i_Key;
            key_tmp1 <= key_tmp0;
        end               
    end
    assign nedge = !key_tmp0 & key_tmp1;
    assign pedge = !key_tmp1 & key_tmp0;
    always @(posedge clk or negedge rst_n) begin
        if(!rst_n)
            cnt <= 20'd0;
        else if(en_cnt)
            cnt <= cnt +1'd1;
        else
            cnt <= 20'd0;       
    end
    always @(posedge clk or negedge rst_n) begin
        if(!rst_n)
            cnt_full <= 1'b0;
        else if(cnt == 20'd999_999)
            cnt_full <= 1'b1;
        else
            cnt_full <= 1'b0;       
    end
    always @(posedge clk or negedge rst_n) begin
        if(!rst_n)begin
            state <= IDEL;
            o_KEY_flag <= 1'b0;
            en_cnt <= 1'b0;
        end
        else begin
            case (state)
                IDEL : 
                    begin
                        o_KEY_flag <= 1'b0;
                        if(nedge)begin
                            state <= key_nedge;
                            en_cnt <= 1'b1;
                        end                            
                        else
                            state <= IDEL;            
                    end
                key_nedge:
                    begin
                        if (cnt_full) begin
                            o_KEY_flag <= 1'b1;
                            o_KEY_State <= 1'b0;
                            state <= DOWN;
                            en_cnt <=1'b0;
                        end       
                        else if (pedge)begin
                            state <= IDEL;
                            en_cnt <= 1'b0; 
                        end
                        else
                            state <= key_nedge;       
                    end
                DOWN:
                    begin
                        o_KEY_flag <= 1'b0;
                        if(pedge)begin
                            state <= key_pedge;
                            en_cnt <= 1'b1;
                        end
                        else
                            state <= DOWN;
                    end
                key_pedge:
                    begin
                        if(cnt_full)begin
                            state <= IDEL;
                            o_KEY_flag <= 1'b1;
                            o_KEY_State <= 1'b1;
                        end
                        else if(nedge)begin
                            en_cnt <= 1'b0;
                            state <= DOWN;
                        end
                        else
                            state <= key_pedge;       
                    end
                default:
                    begin
                        state <= IDEL;
                        en_cnt <= 1'b0;
                        o_KEY_flag <= 1'b0;
                        o_KEY_State <= 1'b1;
                    end     
            endcase
        end     
    end
endmodule
`timescale 1ns/1ps
module str_ctrl(
    input clk,
    input rst_n,
    input key_state,
    input key_flag,
    input tx_done,
    output reg[7:0] data_tx,
    output reg send_en
    );
    localparam 
        str_0  = "h",
        str_1  = "e",
        str_2  = "l",
        str_3  = "l",
        str_4  = "o",
        str_5  = ",",
        str_6  = "n",
        str_7  = "u",
        str_8  = "a",
        str_9  = "a",
        str_10 = "\r",
        str_11 = "\n";  
    reg [3:0] cnt; 
    always @(posedge clk or negedge rst_n) begin
        if(!rst_n)
            cnt <= 4'd0;     
        else if(tx_done) 
            cnt <= cnt + 4'd1;
        else if(key_flag & !key_state)
            cnt <= 4'd0;
    end   
    always @(posedge clk or negedge rst_n) begin
        if(!rst_n)
            send_en <= 1'b0;
        else if(key_flag & !key_state)
            send_en <= 1'b1;
        else if(tx_done & (cnt < 4'd10))
            send_en <= 1'b1;
        else
            send_en <= 1'b0;
    end
    always @(*) begin
        case (cnt)
            4'd0 : data_tx = str_0;
            4'd1 : data_tx = str_1;
            4'd2 : data_tx = str_2;
            4'd3 : data_tx = str_3;
            4'd4 : data_tx = str_4;
            4'd5 : data_tx = str_5;
            4'd6 : data_tx = str_6;
            4'd7 : data_tx = str_7; 
            4'd8 : data_tx = str_8;
            4'd9 : data_tx = str_9;
            4'd10: data_tx = str_10;
            4'd11: data_tx = str_11;
            default 
                : data_tx = 0;
        endcase
    end
endmodule
`timescale 1ns/1ps
module uart_tx_top(clk,rst_n,tx,key_in0,led);
	input clk;
	input rst_n;
	input key_in0;
	output tx;
	output led;
	wire send_en;
	wire [7:0]data_byte;
	wire key_flag0;
	wire key_state0;
	uart_byte_tx uart_byte_tx(
		.clk(clk),
		.rst_n(rst_n),
		.i_TXD_Din(data_byte),
		.i_TXD_En(send_en),
		.i_TXD_Baud(3'd0),
		.o_TXD_Tx(tx),
		.o_TXD_Done(tx_done),
		.o_TXD_State(led)
	);
	key_filter key_filter0(
		.clk(clk),
		.rst_n(rst_n),
		.i_Key(key_in0),
		.o_KEY_flag(key_flag0),
		.o_KEY_State(key_state0)
	);
	str_ctrl u_str_ctrl(
		.clk(clk),
		.rst_n(rst_n),
		.key_state(key_state0),
		.key_flag(key_flag0),
		.tx_done(tx_done),
 		.data_tx(data_byte),
 		.send_en(send_en)
	);
endmodule
`timescale 1ns/1ps
module uart_byte_tx(
	clk,
	rst_n,
	i_TXD_Din,
	i_TXD_En,
	i_TXD_Baud,
	o_TXD_Tx,
	o_TXD_Done,
	o_TXD_State
);
	input clk;
	input rst_n;
	input [7:0]i_TXD_Din;
	input i_TXD_En;
	input [2:0]i_TXD_Baud;
	output reg o_TXD_Tx;
	output reg o_TXD_Done;
	output reg o_TXD_State;
	reg bps_clk;	 
	reg [15:0]div_cnt; 
	reg [15:0]bps_DR; 
	reg [3:0]bps_cnt; 
	reg [7:0]r_data_byte;
	localparam START_BIT = 1'b0;
	localparam STOP_BIT = 1'b1;
	always@(posedge clk or negedge rst_n)
	if(!rst_n)
		o_TXD_State <= 1'b0;
	else if(i_TXD_En)
		o_TXD_State <= 1'b1;
	else if(bps_cnt == 4'd11)
		o_TXD_State <= 1'b0;
	else
		o_TXD_State <= o_TXD_State;
	always@(posedge clk or negedge rst_n)
	if(!rst_n)
		r_data_byte <= 8'd0;
	else if(i_TXD_En)
		r_data_byte <= i_TXD_Din;
	else
		r_data_byte <= r_data_byte;
	always@(posedge clk or negedge rst_n)
	if(!rst_n)
		bps_DR <= 16'd5207;
	else begin
		case(i_TXD_Baud)
			0:bps_DR <= 16'd5207;
			1:bps_DR <= 16'd2603;
			2:bps_DR <= 16'd1301;
			3:bps_DR <= 16'd867;
			4:bps_DR <= 16'd433;
			default:bps_DR <= 16'd5207;			
		endcase
	end	
	always@(posedge clk or negedge rst_n)
	if(!rst_n)
		div_cnt <= 16'd0;
	else if(o_TXD_State)begin
		if(div_cnt == bps_DR)
			div_cnt <= 16'd0;
		else
			div_cnt <= div_cnt + 1'b1;
	end
	else
		div_cnt <= 16'd0;
	always@(posedge clk or negedge rst_n)
	if(!rst_n)
		bps_clk <= 1'b0;
	else if(div_cnt == 16'd1)
		bps_clk <= 1'b1;
	else
		bps_clk <= 1'b0;
	always@(posedge clk or negedge rst_n)
	if(!rst_n)	
		bps_cnt <= 4'd0;
	else if(bps_cnt == 4'd11)
		bps_cnt <= 4'd0;
	else if(bps_clk)
		bps_cnt <= bps_cnt + 1'b1;
	else
		bps_cnt <= bps_cnt;
	always@(posedge clk or negedge rst_n)
	if(!rst_n)
		o_TXD_Done <= 1'b0;
	else if(bps_cnt == 4'd11)
		o_TXD_Done <= 1'b1;
	else
		o_TXD_Done <= 1'b0;
	always@(posedge clk or negedge rst_n)
	if(!rst_n)
		o_TXD_Tx <= 1'b1;
	else begin
		case(bps_cnt)
			0:o_TXD_Tx <= 1'b1;
			1:o_TXD_Tx <= START_BIT;
			2:o_TXD_Tx <= r_data_byte[0];
			3:o_TXD_Tx <= r_data_byte[1];
			4:o_TXD_Tx <= r_data_byte[2];
			5:o_TXD_Tx <= r_data_byte[3];
			6:o_TXD_Tx <= r_data_byte[4];
			7:o_TXD_Tx <= r_data_byte[5];
			8:o_TXD_Tx <= r_data_byte[6];
			9:o_TXD_Tx <= r_data_byte[7];
			10:o_TXD_Tx <= STOP_BIT;
			default:o_TXD_Tx <= 1'b1;
		endcase
	end	
endmodule
==> flow/run.sh <==
#!/bin/bash
# OpenROAD 26Q1-2900-gdf79404cd8, Yosys 0.63+post, stock flow scripts
make -C /OpenROAD-flow-scripts/flow DESIGN_CONFIG=/design/flow/config.mk WORK_HOME=/design/flow/orfs finish
==> flow/config.mk <==
export PLATFORM = sky130hd
export DESIGN_NAME = uart_tx_top
export DESIGN_NICKNAME = uart_tx_top
export VERILOG_FILES = /design/flow/design.v
export SDC_FILE = /design/flow/constraint.sdc
export NUM_CORES = 4
export LEC_CHECK = 1
export CORE_UTILIZATION = 30
==> flow/constraint.sdc <==
current_design uart_tx_top

set clk_period 3.5
set clk_io_pct 0.2

create_clock -name clk0 -period $clk_period [get_ports {clk}]

set non_clock_inputs [all_inputs -no_clocks]
set_input_delay [expr $clk_period * $clk_io_pct] -clock clk0 $non_clock_inputs
set_output_delay [expr $clk_period * $clk_io_pct] -clock clk0 [all_outputs]
==> changes_impl.md <==
## Implementation

* Cell count in the Yosys report at 342
* Fraction of layout instances using a drive strength above 1 at 0.0958
* Number of placed cells counting well taps at 475
* Top cells by count: sky130_fd_sc_hd__dfrtp_1 (63), sky130_fd_sc_hd__nor2_1 (43), sky130_fd_sc_hd__nand2_1 (26)
* CTS hold repair buffers at 0
* Vertical extent of the die at 107 um
* Number of fillers in the final layout at roughly 1000
* Post-synth EDFFs at 1
* Post-CTS clock slew at the launch and capture registers of the worst setup and hold paths at 70 ps
* Fraction of power spent switching nets at 0.212
* Post-route setup TNS at 0 ps
* Total DRC errors in the routed layout at 0
* Worst hold slack at 439 ps
* Post-synth regs at 66
* Top cell type by instance count after synthesis: sky130_fd_sc_hd__dfrtp_1
* Proportion of netlist area held by the largest area contributor at 0.476
* Clock period minus final worst setup slack at 2150 ps
* Average size of a mapped cell at 9.68 um^2
* Area growth syn-to-layout at 11.8%
* Fp_density at 0.315
* Total gr overflow at 0
* Cells resized by post-CTS repair at 0
* Multi-input logic area at 0.00153 mm^2
* Ys Warns at 4
* Category of the most critical setup path: flop to flop
* Number of setup violations in the final report at 0
* Maximum number of pins on one net before global-route repair at 34
* Headroom to the max-slew limit at 0.585
* Average routed wire per standard cell at 11.5 um
* Core utilization of the finished layout at 0.352
* Worst Setup Start Kind: flop
* Max-cap check violation count at 0
* Number of OpenROAD warnings at 35
* Top cells by area in the synthesized netlist: sky130_fd_sc_hd__dfrtp_1 (48%), sky130_fd_sc_hd__ha_1 (5.7%), sky130_fd_sc_hd__nor2_1 (4.9%), sky130_fd_sc_hd__xnor2_1 (4.8%), sky130_fd_sc_hd__o21ai_0 (3.6%)
* Worst Skew at 7.57 ps
* Vias/cell at 4.77
* Top fanout value on the critical path at 8
* Netlist Area Pre-Place at 0.00331 mm^2
* Worst hold path type: input pin to asynchronous set/reset pin
* Area taken by flip-flops and latches at 0.00166 mm^2
* Post-layout period usage at 0.614
* Part of the total power dissipated in sequential elements at 0.547
* Final routed wirelength across all metal layers at 5650 um
* Total via count in the routed design at 2343
* Setup repair after global routing missed its margin: false
* Register area share after synthesis at 0.501
* Total chip power at 1.40 mW
* Length of the first detailed-routing pass in iterations at 4
* Max Buffers Root-to-Sink at 2
* Main synth FF type: sky130_fd_sc_hd__dfrtp_1
* Maximum level of the CTS H-tree at 3
* Standard cell core area at 0.0105 mm^2
* Relative contribution of combinational cells to total power at 0.015
* YS chip area at 0.00331 mm^2
* Full die area at 0.0115 mm^2
* Standby leakage power at 1.42 nW
* Area leader, netlist: sky130_fd_sc_hd__dfrtp_1
* Unique masters post-synth at 44
* Internal portion of total power at 1.11 mW
* Crit. End Element: flop
* Initial antenna violation count at 0
* Sw power at between 0.2 and 0.3 mW
* Run status: completed
* Root buffer selected by CTS: sky130_fd_sc_hd__clkbuf_8
* Total global routing track utilization at 0.111
* Max Slew Vio Count at 0
* Number of buffers created by CTS at 9
* Die boundary width at 107 um
* Worst slew pin tran at 621 ps
* Post-CTS setup repair buffer count at 0
* Number of clock sinks seen by CTS at between 60 and 70
* Antenna cells at 0
* Largest vdd supply drop at approximately 160 uV
* First-pass GRT wire length at 10200 um
* Total I/O pin count at 5
* Share of synthesized registers carrying an async set or reset at 0.985
* Number of DRC markers in iteration 0 at 125
* Clock group share of total power at 0.438
* Final count of hold timing violations at 0
* Gpl congestion at 0.812
* Power density over the cells at 379 mW/mm^2
* Final HPWL from detailed placement at roughly 3900 um
* Synth Instances at 342
* Achievable Freq at 465 MHz
* Vias in the first global route at 2226
* Data arrival time of the critical path at 2400 ps
* Clk Latency, worst-skew pair at 330 ps
* Worst endpoint required time at about 3800 ps
* Port Buf Inserts at 4
* Cell Rows at 37
* TritonCTS clock tree: built
* Number of standard cells in the layout, taps in and fillers out at 491
* Antenna-violating nets left at 0
kinds of logic after synthesis:
group                      share of synthesized area
muxes                                         0.0163
DFF                                            0.501
buffers and inverters                         0.0370
and+or+nand+nor                                0.211
xor gates and xnor gates                      0.0608
AOI/OAI and AO/OA                              0.117
adders and majority gates                     0.0567
area by class of cell:
type,instances,share of cell area
Tap cell,136,0.0460
Clock buffer,13,0.0483
Multi-Input combinational cell,244,0.413
Inverter,21,0.0213
Clock inverter,3,0.00575
Sequential cell,66,0.448
Timing Repair Buffer,8,0.0176
stage by stage:
stage	worst slack, ps	area (um^2)
2_1_floorplan	1510	3310
3_3_place_gp	1390	3500
3_5_place_dp	1370	3500
4_1_cts	1360	3700
5_1_grt	1220	3700
6_report	1350	3700
routing by layer:
layer / up-vias / wire, um / share of wire / track usage
met5: - / 0 / 0 / 0
met4: 0 / 27 / 0.0048 / 0.00978
met3: 2 / 219 / 0.039 / 0.0273
met2: 30 / 2400 / 0.42 / 0.162
met1: 1099 / 3010 / 0.53 / 0.177
li1: 1212 / - / - / -
cells in the final DEF (no fill, tap or decap), drive strengths merged, types with 9 or more instances in the layout:
cell	instances
dfrtp	63
nor2	43
nand2	26
o21ai	24
inv	21
a21oi	18
xnor2	18
nand3	16
ha	15
clkbuf	13
nor4	9
or4	9
sequential cells by signal, summed over array words and instances (netlist names):
name	flops
key_filter0.cnt_full	1
u_str_ctrl.send_en	1
uart_byte_tx.bps_clk	1
uart_byte_tx.r_data_byte	7
uart_byte_tx.bps_cnt	4
key_filter0.o_KEY_flag	1
key_filter0.key_tmp0	1
uart_byte_tx.div_cnt	16
key_filter0.cnt	20
u_str_ctrl.cnt	4
key_filter0.key_tmp1	1
key_filter0.o_KEY_State	1
uart_byte_tx.o_TXD_Tx	1
key_filter0.en_cnt	1
key_filter0.state	4
uart_byte_tx.o_TXD_State	1
uart_byte_tx.o_TXD_Done	1
critical path, cell delays in order, from the launching register on:
cell and delay [ps]:
sky130_fd_sc_hd__dfrtp_1 410, sky130_fd_sc_hd__ha_1 230, sky130_fd_sc_hd__nand2_1 120, sky130_fd_sc_hd__or4_1 650, sky130_fd_sc_hd__or4_1 510, sky130_fd_sc_hd__a21oi_1 150
worst paths after layout:
path	start	to	slack [ps]	depth (start not counted)
min reg2reg	key_filter0.key_tmp0	key_filter0.key_tmp1	480	0
min in group clk0	key_filter0.key_tmp0	key_filter0.key_tmp1	480	0
max in group asynchronous	rst_n	uart_byte_tx.o_TXD_Tx	2280	3
max reg2reg	key_filter0.cnt[0]	key_filter0.cnt[18]	1350	5
max	key_filter0.cnt[0]	key_filter0.cnt[18]	1350	5
min	rst_n	uart_byte_tx.r_data_byte[2]	440	2
power groups by stage:
stage / Clock (mW) / Sequential, mW / Combinational [mW]
4_1_cts: 0.643 / 0.767 / 0.0232
5_1_grt: 0.674 / 0.767 / 0.0255
6_report: 0.614 / 0.768 / 0.0214
No activity file was given, so power comes from the tool's default toggle rates.
