**/design/flow/run.sh**
```bash
#!/bin/bash
# OpenROAD 26Q1-2900-gdf79404cd8, Yosys 0.63+post, stock flow scripts
make -C /OpenROAD-flow-scripts/flow DESIGN_CONFIG=/design/flow/config.mk WORK_HOME=/design/flow/orfs finish
```
**/design/flow/design.v**
```verilog
`timescale 1ns / 1ps
module uart_byte_rx(
	clk,
	rst_n,
	i_RXD_Baud,
	i_RXD_Rx,
	o_RXD_Dout,
	o_RXD_Done
);
	input clk;
	input rst_n;
	input [2:0]i_RXD_Baud;
	input i_RXD_Rx;
	output reg [7:0] o_RXD_Dout;
	output reg o_RXD_Done;
	reg s0_Rs232_Rx,s1_Rs232_Rx; 
	reg tmp0_Rs232_Rx,tmp1_Rs232_Rx; 
	reg [15:0]bps_DR; 
	reg [15:0]div_cnt; 
	reg bps_clk; 
	reg [7:0]bps_cnt;
	reg uart_state;
	reg [2:0] r_data_byte [7:0];
	reg [7:0] tmp_data_byte;
	reg [2:0] START_BIT,STOP_BIT;
	wire nedege;
	always@(posedge clk or negedge rst_n)
	if(!rst_n)begin
		s0_Rs232_Rx <= 1'b0;
		s1_Rs232_Rx <= 1'b0;	
	end
	else begin
		s0_Rs232_Rx <= i_RXD_Rx;
		s1_Rs232_Rx <= s0_Rs232_Rx;	
	end
	always@(posedge clk or negedge rst_n)
	if(!rst_n)begin
		tmp0_Rs232_Rx <= 1'b0;
		tmp1_Rs232_Rx <= 1'b0;	
	end
	else begin
		tmp0_Rs232_Rx <= s1_Rs232_Rx;
		tmp1_Rs232_Rx <= tmp0_Rs232_Rx;	
	end
	assign nedege = !tmp0_Rs232_Rx & tmp1_Rs232_Rx;
	always@(posedge clk or negedge rst_n)
	if(!rst_n)
		bps_DR <= 16'd324;
	else begin
		case(i_RXD_Baud)
			0:bps_DR <= 16'd324;
			1:bps_DR <= 16'd162;
			2:bps_DR <= 16'd80;
			3:bps_DR <= 16'd53;
			4:bps_DR <= 16'd26;
			default:bps_DR <= 16'd324;			
		endcase
	end
	always@(posedge clk or negedge rst_n)
	if(!rst_n)
		div_cnt <= 16'd0;
	else if(uart_state)begin
		if(div_cnt == bps_DR)
			div_cnt <= 16'd0;
		else
			div_cnt <= div_cnt + 1'b1;
	end
	else
		div_cnt <= 16'd0;
	always@(posedge clk or negedge rst_n)
	if(!rst_n)
		bps_clk <= 1'b0;
	else if(div_cnt == 16'd1)
		bps_clk <= 1'b1;
	else
		bps_clk <= 1'b0;
	always@(posedge clk or negedge rst_n)
	if(!rst_n)	
		bps_cnt <= 8'd0;
	else if(bps_cnt == 8'd159 | (bps_cnt == 8'd12 && (START_BIT > 2)))
		bps_cnt <= 8'd0;
	else if(bps_clk)
		bps_cnt <= bps_cnt + 1'b1;
	else
		bps_cnt <= bps_cnt;
	always@(posedge clk or negedge rst_n)
	if(!rst_n)
		o_RXD_Done <= 1'b0;
	else if(bps_cnt == 8'd159)
		o_RXD_Done <= 1'b1;
	else
		o_RXD_Done <= 1'b0;
	always@(posedge clk or negedge rst_n)
	if(!rst_n)
		o_RXD_Dout <= 8'd0;
	else if(bps_cnt == 8'd159)begin
		o_RXD_Dout[0] <= r_data_byte[0][2];
		o_RXD_Dout[1] <= r_data_byte[1][2];
		o_RXD_Dout[2] <= r_data_byte[2][2];
		o_RXD_Dout[3] <= r_data_byte[3][2];
		o_RXD_Dout[4] <= r_data_byte[4][2];
		o_RXD_Dout[5] <= r_data_byte[5][2];
		o_RXD_Dout[6] <= r_data_byte[6][2];
		o_RXD_Dout[7] <= r_data_byte[7][2];
	end	
	always@(posedge clk or negedge rst_n)
	if(!rst_n)begin
		START_BIT <= 3'd0;
		r_data_byte[0] <= 3'd0;
		r_data_byte[1] <= 3'd0;
		r_data_byte[2] <= 3'd0;
		r_data_byte[3] <= 3'd0;
		r_data_byte[4] <= 3'd0;
		r_data_byte[5] <= 3'd0;
		r_data_byte[6] <= 3'd0;
		r_data_byte[7] <= 3'd0;
		STOP_BIT <= 3'd0;
	end
	else if(bps_clk)begin
		case(bps_cnt)
			0:begin
					START_BIT <= 3'd0;
					r_data_byte[0] <= 3'd0;
					r_data_byte[1] <= 3'd0;
					r_data_byte[2] <= 3'd0;
					r_data_byte[3] <= 3'd0;
					r_data_byte[4] <= 3'd0;
					r_data_byte[5] <= 3'd0;
					r_data_byte[6] <= 3'd0;
					r_data_byte[7] <= 3'd0;
					STOP_BIT <= 3'd0;			
				end
			6,7,8,9,10,11:START_BIT <= START_BIT + s1_Rs232_Rx;
			22,23,24,25,26,27:r_data_byte[0] <= r_data_byte[0] + s1_Rs232_Rx;
			38,39,40,41,42,43:r_data_byte[1] <= r_data_byte[1] + s1_Rs232_Rx;
			54,55,56,57,58,59:r_data_byte[2] <= r_data_byte[2] + s1_Rs232_Rx;
			70,71,72,73,74,75:r_data_byte[3] <= r_data_byte[3] + s1_Rs232_Rx;
			86,87,88,89,90,91:r_data_byte[4] <= r_data_byte[4] + s1_Rs232_Rx;
			102,103,104,105,106,107:r_data_byte[5] <= r_data_byte[5] + s1_Rs232_Rx;
			118,119,120,121,122,123:r_data_byte[6] <= r_data_byte[6] + s1_Rs232_Rx;
			134,135,136,137,138,139:r_data_byte[7] <= r_data_byte[7] + s1_Rs232_Rx;
			150,151,152,153,154,155:STOP_BIT <= STOP_BIT + s1_Rs232_Rx;
			default:
				begin
					START_BIT <= START_BIT;
					r_data_byte[0] <= r_data_byte[0];
					r_data_byte[1] <= r_data_byte[1];
					r_data_byte[2] <= r_data_byte[2];
					r_data_byte[3] <= r_data_byte[3];
					r_data_byte[4] <= r_data_byte[4];
					r_data_byte[5] <= r_data_byte[5];
					r_data_byte[6] <= r_data_byte[6];
					r_data_byte[7] <= r_data_byte[7];
					STOP_BIT <= STOP_BIT;						
				end
		endcase
	end
	always@(posedge clk or negedge rst_n)
	if(!rst_n)
		uart_state <= 1'b0;
	else if(nedege)
		uart_state <= 1'b1;
	else if(o_RXD_Done || (bps_cnt == 8'd12 && (START_BIT > 2)))
		uart_state <= 1'b0;
	else
		uart_state <= uart_state;		
endmodule
```
**/design/flow/config.mk**
```make
export PLATFORM = sky130hd
export DESIGN_NAME = uart_byte_rx
export DESIGN_NICKNAME = uart_byte_rx
export VERILOG_FILES = /design/flow/design.v
export SDC_FILE = /design/flow/constraint.sdc
export NUM_CORES = 4
export LEC_CHECK = 1
export CORE_UTILIZATION = 30
```
**/design/flow/constraint.sdc**
```tcl
current_design uart_byte_rx

set clk_period 5.9
set clk_io_pct 0.2

create_clock -name clk0 -period $clk_period [get_ports {clk}]

set non_clock_inputs [all_inputs -no_clocks]
set_input_delay [expr $clk_period * $clk_io_pct] -clock clk0 $non_clock_inputs
set_output_delay [expr $clk_period * $clk_io_pct] -clock clk0 [all_outputs]
```
==> qor.yml <==
p_int_mw: 1.04
syn_inst: 374
routed_wirelength_mm: 7.35
root_buffer: "clkbuf_16"
critPathKind: "reg2out"
warnings: 29
skew_ns: 0.00716
grt_start_max_net_pins: 45
place_hpwl_mm: 4.91
power.density_nw_per_um2: 327
fin_cells: 562
insertion_delay_ns: 0.33
fp_util: 0.314
fp.dieH_um: 115
enable_flop_cells: 0
wl_met2_mm: 3.30
ant_nets: 0
p_comb_frac: 0.170
synth.distinct_cells: 48
critPathBufInv: 1
cts_made_buffers: 9
yosysTopAreaCell: "dfrtp_1"
status: "finished clean"
overflow: 0
period_used_share: 0.399
met1_length_mm: 3.77
ys_cells: 374
topCellsByArea: "dfrtp_1, ha_1, xnor2_1"
top_layer: "met4"
fin_hold_ws_ns: 0.356
synth.avg_cell_area_um2: 10.3
clk_path_buf_depth: 2
p_seq_frac: 0.439
cts_sinks: 75
cpMaxStageDelayCell: "clkdlybuf4s50_1"
die_w_um: 115
yosysSeqAreaShare: 0.489
boundaryPins: 15
clkPwrFrac: 0.391
post-place-cells: 546
netSwitchingFraction: 0.292
cts_setup_buffers: 0
synth.top_cell.area_share: 0.469
period_minus_slack_ns: 2.35
wl_met3_um: 168
rows: 40
holdBufCountCts: 0
postCtsResizedCells: 0
firstDrtPassIters: 7
route.detailed.drc: 0
critPathTopFamily: "buffers and inverters"
core_area_um2: 12300
crit_arrival_ns: 1.17
port-buffer-count: 14
hold_violations: 0
final_util: 0.365
rsz0062_at_grt: "no"
final.setup.tns_ns: 0
diodes: 0
critPathMaxStageDelay_ns: 0.49
yosys_area_um2: 3840
synthArstFlopShare: 1.00
relSlewSlack: 0.533
route.vias.total: 2689
clk_pin_slew_worst_paths_ns: 0.06
drive_above_1_share: 0.0990
ys.flops: 75
dieArea_um2: 13300
place_congestion: 0.812
max_freq_mhz: 425
irDropWorstVdd_mv: 0.150
antenna_found_initial: 0
fillCellCount: 1168
cts_tree: "done"
setup_viol: 0
grt.total_usage: 0.125
power.switching_mw: 0.427
worstPathMaxFanout: 2
path_cells: "clkdlybuf4s50_1"
avgRoutedWirePerCell_um: 13.1
leakage_nw: 1.99
cap_viol_max_count: 0
syn2layout_area_growth_pct: 16.3
crit_path_end_kind: "output pin"
drt_iter0_drc: 188
total_power_mw: 1.46
start_kind: "flop"
ys_warn_count: 2
crit_required_ns: 4.72
grt_pass1_vias: 2712
max_slew.worst_pin.slew_ns: 0.700
hp-class: "reg2reg"
slew_viol_final: 0
syn_area_um2: 3840
htreeDepth: 3
grt_pass1_wl_mm: 13.0
routed_via_density: 4.78
synth_top_flop_cell: "dfrtp_1"
## registers in the layout, indices dropped and copies added (netlist names), 3 cells and up
register     cells
r_data_byte     24
div_cnt         16
bps_DR           9
bps_cnt          8
o_RXD_Dout       8
START_BIT        3
## final timing paths
path / from / to / slack (ns) / depth (start not counted)
max: o_RXD_Dout[3]$_DFFE_PN0N_ / o_RXD_Dout[3] / 3.55 / 1
min: s0_Rs232_Rx$_DFF_PN0_ / s1_Rs232_Rx$_DFF_PN0_ / 0.36 / 0
max reg2reg: bps_cnt[0]$_DFFE_PN0P_ / r_data_byte[5][2]$_DFFE_PN0P_ / 3.63 / 6
min reg2reg: s0_Rs232_Rx$_DFF_PN0_ / s1_Rs232_Rx$_DFF_PN0_ / 0.36 / 0
max in group asynchronous: rst_n / r_data_byte[3][1]$_DFFE_PN0P_ / 4.23 / 2
min in group asynchronous: rst_n / bps_DR[5]$_DFF_PN0_ / 0.77 / 1
## through the flow
stage / worst slack (ns) / cell area, um2
2_1_floorplan: 3.95 / 3840
3_3_place_gp: 3.62 / 4160
3_5_place_dp: 3.58 / 4160
4_1_cts: 3.52 / 4470
5_1_grt: 3.39 / 4470
6_report: 3.55 / 4470
## placed cells by master, fill, tap and decap left out, types with 4 or more instances in the layout
cell type	count
dfrtp_1	72
nand2_1	33
nor2_1	29
inv_1	27
ha_1	24
o21ai_0	20
xnor2_1	17
nand4_1	13
clkdlybuf4s50_1	13
nand3_1	12
mux2i_1	11
o211ai_1	10
xor2_1	9
mux2_2	9
clkbuf_16	9
nor2b_1	7
a21oi_1	6
nand2b_1	6
nor4_1	5
nor4b_1	5
buf_4	5
nor3_1	4
## power groups by stage
stage,Combinational [mW],Sequential (mW),Clock [mW]
4_1_cts,0.252,0.642,0.583
5_1_grt,0.285,0.653,0.606
6_report,0.249,0.642,0.572
## cell families (layout without fill, tap and decap cells)
group           Yosys count  after routing  share of synthesized area
flops                    75             75                      0.489
mux                      20             20                     0.0550
simple gates            140            140                      0.198
fa+ha+maj                24             24                     0.0781
buf+inv                  41             61                     0.0423
xor+xnor                 26             26                     0.0592
compound gates           48             48                     0.0788
## cells in the mapped netlist (2+ instances only)
cell type / instances
and4_1: 2
dfrtp_1: 72
nand2_1: 33
inv_1: 27
clkbuf_1: 8
buf_2: 4
nor2_1: 29
nor2b_1: 7
nand4b_1: 3
xnor2_1: 17
o211ai_1: 10
o22ai_1: 3
nand4_1: 13
a21oi_1: 6
o21ai_0: 20
xor2_1: 9
and2_1: 3
nor4b_1: 5
nand3b_1: 3
nand2b_1: 6
ha_1: 24
nor3_1: 4
nor4_1: 5
nand3_1: 12
mux2i_1: 11
mux2_2: 9
or3_1: 3
dfstp_2: 3
or2_2: 2
and3_1: 3
## per-layer routing
metal,track usage,vias up
li1,-,1337
met1,0.194,1319
met2,0.191,25
met5,0,-
met4,0.0216,0
met3,0.0220,8
## layout make-up
| type | count | area [um2] | area share |
|---|---|---|---|
| Multi-Input combinational cell | 258 | 1800 | 0.403 |
| Sequential cell | 75 | 1880 | 0.420 |
| Clock buffer | 11 | 233 | 0.0520 |
| Tap cell | 168 | 210 | 0.0470 |
| Inverter | 27 | 101 | 0.0227 |
| Clock inverter | 5 | 78.8 | 0.0176 |
| Timing Repair Buffer | 18 | 168 | 0.0375 |
Power and IR drop assume default switching activity.
