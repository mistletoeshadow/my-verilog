===== flow/run.sh =====
#!/bin/bash
# OpenROAD 26Q1-2900-gdf79404cd8, Yosys 0.63+post, stock flow scripts
make -C /OpenROAD-flow-scripts/flow DESIGN_CONFIG=/design/flow/config.mk WORK_HOME=/design/flow/orfs finish

===== flow/config.mk =====
export PLATFORM = sky130hd
export DESIGN_NAME = dac_ctrl
export DESIGN_NICKNAME = dac_ctrl
export VERILOG_FILES = /design/flow/design.v
export SDC_FILE = /design/flow/constraint.sdc
export NUM_CORES = 4
export LEC_CHECK = 1
export CORE_AREA = 10 10 100 100
export DIE_AREA = 0 0 110 110

===== flow/constraint.sdc =====
current_design dac_ctrl

set clk_period 2.0
set clk_io_pct 0.2

create_clock -name clk0 -period $clk_period [get_ports {clk}]

set non_clock_inputs [all_inputs -no_clocks]
set_input_delay [expr $clk_period * $clk_io_pct] -clock clk0 $non_clock_inputs
set_output_delay [expr $clk_period * $clk_io_pct] -clock clk0 [all_outputs]

===== flow/design.v =====
module dac_ctrl
    #(parameter CLKS_PER_HALF_BIT = 5)
(
    input         clk,
    input         rst_n,
    input         i_DAC_en,
    input  [11:0] i_DAC_Code,        
    input  [1:0]  i_DAC_RS,          
    input         i_DAC_SPD,         
    input         i_DAC_PWR,         
    output reg o_DAC_DIN,
    output reg o_DAC_SCLK,
    output reg o_DAC_CS,
    output reg o_DAC_Done 
);
reg  [3:0]  r_CLK_Cnt;               
reg  [4:0]  r_DAC_CLK_Cnt;           
reg  [3:0]  r_DAC_Din_Cnt;
wire [15:0] w_DAC_Din;
assign w_DAC_Din = {i_DAC_RS[1],i_DAC_SPD,i_DAC_PWR,i_DAC_RS[0],i_DAC_Code};
always @(posedge clk or negedge rst_n) begin
    if(!rst_n)
        o_DAC_CS <= 1'b1;
    else if(i_DAC_en)
        o_DAC_CS <= 1'b0;
    else if(o_DAC_Done == 1'b1)
        o_DAC_CS <= 1'b1;
    else
        o_DAC_CS <= o_DAC_CS;       
end
always @(posedge clk or negedge rst_n) begin
    if(!rst_n)
        r_CLK_Cnt <= 4'd0;
    else if(o_DAC_CS == 1'b0)begin
        if(r_CLK_Cnt == CLKS_PER_HALF_BIT*2-1)
            r_CLK_Cnt <= 4'd0;
        else
            r_CLK_Cnt <= r_CLK_Cnt + 4'd1;  
    end
    else
        r_CLK_Cnt <= 4'd0;
end
always @(posedge clk or negedge rst_n) begin
    if(!rst_n)
        r_DAC_CLK_Cnt <= 5'd0;           
    else if((r_CLK_Cnt == CLKS_PER_HALF_BIT*2-1)&&(o_DAC_CS <= 1'b0))
        r_DAC_CLK_Cnt <= r_DAC_CLK_Cnt + 5'd1;
    else if((r_DAC_CLK_Cnt == 5'd16) && (r_CLK_Cnt == CLKS_PER_HALF_BIT*2-1))
        r_DAC_CLK_Cnt <= 5'd0; 
    else
        r_DAC_CLK_Cnt <= r_DAC_CLK_Cnt; 
end
always @(posedge clk or negedge rst_n) begin
    if(!rst_n)
        o_DAC_SCLK <= 1'b0;
    else if(o_DAC_CS == 1'b0)begin
        o_DAC_SCLK <= 1'b0;
        if((r_CLK_Cnt == CLKS_PER_HALF_BIT - 1) || (r_CLK_Cnt == CLKS_PER_HALF_BIT*2 -1))
            o_DAC_SCLK <= ~o_DAC_SCLK;
    end
    else
        o_DAC_SCLK <= 1'b0;
end
always @(posedge clk or negedge rst_n) begin
    if(!rst_n)
        r_DAC_Din_Cnt <= 4'd0;
    else if(o_DAC_CS == 1'b0) begin
        r_DAC_Din_Cnt <= 4'd15;
        if(r_CLK_Cnt == CLKS_PER_HALF_BIT*2-1)
            r_DAC_Din_Cnt <= r_DAC_Din_Cnt - 4'd1;
        else
            r_DAC_Din_Cnt <= r_DAC_Din_Cnt;
    end     
end
always @(*) begin
    if (o_DAC_CS == 1'b0)begin
        if(r_CLK_Cnt == CLKS_PER_HALF_BIT-1)
            o_DAC_DIN <= w_DAC_Din[r_DAC_Din_Cnt];
        else
            o_DAC_DIN <= o_DAC_DIN;
    end
    else
        o_DAC_DIN <= w_DAC_Din[4'd15];      
end
always @(posedge clk or negedge rst_n) begin
    if(!rst_n)
        o_DAC_Done <= 1'b0;
    else if((r_DAC_CLK_Cnt == 5'd16) && (r_CLK_Cnt == CLKS_PER_HALF_BIT-1))
        o_DAC_Done <= 1'b1;
    else
        o_DAC_Done <= 1'b0;        
end
endmodule  

==> impl_metrics.tcl <==
# yosys + openroad results
set metrics [dict create \
    worstHoldStart "o_DAC_SCLK$_DFF_PN0_" \
    leakage_nw 0.528 \
    hold_class "flop to flop" \
    fin_cells 206 \
    regToRegStartpoint "r_CLK_Cnt[1]$_DFF_PN0_" \
    grt_overflow_total 0 \
    met2_length_microns 897 \
    n_antenna_cell 0 \
    slew_violations 0 \
    cts_buffers 3 \
    unconstrained_endpoints 2 \
    status "completed" \
    setup_viol 0 \
    fmax_ghz 0.578 \
    clock_path_buffers 2 \
    postCtsHoldBufs 0 \
    lay_top_cells "22 x clkdlybuf4s50_1, 15 x dfrtp_1, 7 x inv_1, 7 x xnor2_1" \
    cts_tree "built" \
    worstPathMaxFanout 8 \
    ys_chip_area_sq_um 933 \
    die_w_microns 110 \
    grt_pass1_vias 670 \
    worstPathRequired_ps 1600 \
    h-tree-depth 1 \
    clockRootBuffer "clkbuf_8" \
    final.setup.worst_slack_ps 270 \
    cp-end-kind "output port" \
    drcViolationCount 0 \
    die-area_sq_um 12100 \
    drt_wl_total_mm 2.03 \
    crit_type "flop to output port" \
    hold_viol_final 0 \
    tns_ps 0 \
    yosys.cell_types.count 34 \
    grt_antenna_before_repair 0 \
    ctsResizeCount 0 \
    grt_pass1_wl_mm 3.19 \
    grt_max_degree 17 \
    vias 635 \
    critical_path_arrival_ps 1330 \
    dpl_worst_slack_ps 504 \
    cts_setup_buffers 0 \
    area_growth_pct 42.0 \
    worstMarginPinSlew_ps 274 \
    clkTransAtPathRegs_ps 60 \
    finalCritPeriodShare_pct 86.5 \
    ant_nets 0 \
    dpl.hpwl_mm 1.71 \
    netlist_area_sq_um 933 \
    unclocked_pins 1 \
    fp.dieH_microns 110 \
    routed.top_layer "met3" \
    warnings 28 \
    critical_path.max_stage_delay_ps 600 \
    critPathLaunchType "flop" \
    fin_crit_ps 1730 \
    wire_per_inst_microns 9.83 \
    grtUsageTotal_pct 3.40 \
    place.gp.congestion 0.740 \
    clk_latency_ps 240 \
    crit_start "o_DAC_CS$_DFFE_PN1P_" \
    skew_ps 5.53 \
    avgSynthCellArea_sq_um 12.0 \
    rsz0062_at_grt "no" \
    synth_warnings 1 \
    ys_seq_elements 17 \
    cap_violations 0 \
    wl_met1_microns 947 \
    r2r_slack_ps 480 \
    layout_top_cell "clkdlybuf4s50_1" \
    p_per_area_nw_per_um2 1080 \
    yosys-stat-cells 78 \
    ir_drop_mv 0.253 \
    crit_family "flip-flops" \
    slowest_stage "dfstp_2" \
    netlist_instances 78 \
    drive_above_1_share_pct 11.5 \
    rows 32 \
    dp.cells 202 \
    routed_via_density 3.08 \
    port_buffers 22 \
    ios 23 \
    drt_iter0_drc 17 \
    drt-pass1-iter-count 2 \
    core-area_sq_um 7810 \
    max-slew-margin-rel_pct 81.7 \
    crit_chain "clkdlybuf4s50_1" \
    fp_util_pct 12.0 \
    met3WireLength_microns 180 \
    cp.buffers_inverters 1 \
]
final cells by class:
| class | instances | area [sq um] |
|---|---|---|
| Fill cell | 875 | 6480 |
| Multi-Input combinational cell | 52 | 474 |
| Sequential cell | 17 | 417 |
| Timing Repair Buffer | 24 | 235 |
| Tap cell | 102 | 128 |
| Clock buffer | 4 | 45.0 |
| Inverter | 7 | 26.3 |
registers in the layout (all words and copies together), names as in the netlist:
register and flops:
o_DAC_CS 1, r_CLK_Cnt 4, r_DAC_Din_Cnt 4, o_DAC_DIN 1, o_DAC_SCLK 1, r_DAC_CLK_Cnt 5
o_DAC_Done 1
routing by layer:
| metal | vias to the layer above | global-route usage, % |
|---|---|---|
| met4 | 0 | 0.0929 |
| met2 | 16 | 5.17 |
| met1 | 290 | 4.52 |
| met3 | 0 | 1.70 |
| li1 | 329 | - |
| met5 | - | 0 |
where the power goes:
| group | total, mW | switching (mW) | internal (mW) |
|---|---|---|---|
| logic | 0.578 | 0.209 | 0.368 |
| clock network | 0.240 | 0.0989 | 0.141 |
| registers | 0.613 | 0.144 | 0.469 |
worst paths after layout:
| kind | end | cells after the start |
|---|---|---|
| setup / recovery | o_DAC_CS | 1 |
| hold / removal | o_DAC_SCLK$_DFF_PN0_ | 1 |
| setup reg to reg | r_DAC_CLK_Cnt[3]$_DFFE_PN0P_ | 6 |
| hold reg to reg | o_DAC_SCLK$_DFF_PN0_ | 1 |
| max in group asynchronous | o_DAC_CS$_DFFE_PN1P_ | 2 |
| min in group asynchronous | r_DAC_CLK_Cnt[0]$_DFFE_PN0P_ | 2 |
worst reg2reg max path: cells and delay by family, from the launching register on:
| family | cells | cell delay, ps |
|---|---|---|
| XOR/XNOR | 1 | 130 |
| adder cells (fa/ha/maj) | 1 | 170 |
| buffers and inverters | 2 | 300 |
| flip-flops | 1 | 400 |
| AND/OR/NAND/NOR | 2 | 410 |
kinds of logic after synthesis:
| kind of cell | Yosys count | synth area share, % |
|---|---|---|
| compound gates | 9 | 7.64 |
| xor+xnor | 7 | 6.57 |
| fa+ha+maj | 6 | 8.04 |
| buf+inv | 9 | 4.56 |
| flops | 16 | 43.0 |
| latches | 1 | 1.61 |
| mux | 7 | 13.8 |
| simple gates | 23 | 14.7 |
synthesized netlist by cell type:
cell	n	area [sq um]
a21o_1	1	7.51
dlxtn_1	1	15.0
a211oi_1	1	7.51
o22ai_1	1	6.26
nand3b_1	3	22.5
inv_1	7	26.3
or3b_2	1	8.76
nor2_1	6	22.5
a21oi_1	1	5.00
xnor2_1	7	61.3
mux4_2	2	45.0
o21ai_0	1	5.00
ha_1	6	75.1
a221oi_2	1	15.0
dfstp_2	1	26.3
nand3_1	1	5.00
buf_2	1	5.00
mux2_2	1	11.3
mux2i_1	2	20.0
nand4_1	1	6.26
or2_2	1	6.26
nor4bb_1	1	10.0
nand4bb_1	1	11.3
dfrtp_1	15	375
nand2b_1	1	6.26
and2_1	1	6.26
mux4_1	2	52.6
a22o_1	2	17.5
nor2b_1	1	6.26
a21boi_0	1	7.51
buf_6	1	11.3
nand2_1	3	11.3
and3_1	1	6.26
and3b_1	1	8.76
through the flow:
stage	hold slack (ps)	utilization [%]	area, sq um	total power [mW]
6_report	432	17.0	1330	1.43
4_1_cts	433	17.0	1330	1.45
5_1_grt	454	17.0	1330	1.57
3_5_place_dp	425	16.4	1280	1.20
3_3_place_gp	421	16.4	1280	1.20
2_1_floorplan	104	-	933	1.02
Power and IR drop assume default switching activity.
